==> design/flow/config.mk <==
export PLATFORM = sky130hd
export DESIGN_NAME = uart_reg
export DESIGN_NICKNAME = uart_reg
export VERILOG_FILES = /design/flow/design.v
export SDC_FILE = /design/flow/constraint.sdc
export NUM_CORES = 4
export LEC_CHECK = 1
export CORE_UTILIZATION = 30
==> design/flow/constraint.sdc <==
current_design uart_reg

set clk_period 4.2
set clk_io_pct 0.2

create_clock -name clk0 -period $clk_period [get_ports {clk}]

set non_clock_inputs [all_inputs -no_clocks]
set_input_delay [expr $clk_period * $clk_io_pct] -clock clk0 $non_clock_inputs
set_output_delay [expr $clk_period * $clk_io_pct] -clock clk0 [all_outputs]
==> design/flow/design.v <==
    typedef struct packed{
        logic dlab;
        logic set_break;
        logic sticky_parity;
        logic eps;
        logic pen;
        logic stb;
        logic [1:0] wls;
    }lcr_t;
    typedef struct packed{
        logic [7:0] dmsb;    
        logic [7:0] dlsb;    
    }div_t;
    typedef struct packed{
    logic  [1:0] rx_trigger;         
    logic [1:0] reserved;           
    logic       dma_mode;           
    logic       tx_rst;             
    logic       rx_rst;             
    logic       ena;                
  } fcr_t;  
   typedef struct packed {
    logic       rx_fifo_error;
    logic       temt;               
    logic       thre;               
    logic       bi;                 
    logic       fe;                 
    logic       pe;                 
    logic       oe;                 
    logic       dr;                 
  } lsr_t;  
    typedef struct packed{
        fcr_t fcr;
        lcr_t lcr;
        lsr_t lsr;
        logic [7:0] scr;
    }csr_t;
module uart_reg (
    input clk,rst,
    input wr_i, rd_i,
    input rx_fifo_empty_i,
    input rx_oe, rx_pe, rx_fe, rx_bi,
    input [2:0] addr_i,
    input [7:0] din_i,
    input [7:0] rx_fifo_in,
    output tx_push_o,  
    output rx_pop_o,  
    output reg [7:0] dout_o,
    output tx_rst, rx_rst,
    output baud_out,  
    output [3:0] rx_fifo_threshold,
    output csr_t csr_o
);
    csr_t csr;
    lcr_t lcr;
    wire tx_fifo_wr;
    assign tx_fifo_wr = wr_i & (addr_i == 3'b000) & (csr.lcr.dlab == 1'b0);
    assign tx_push_o = tx_fifo_wr;
    wire rx_fifo_rd;
    assign rx_fifo_rd = rd_i & (addr_i == 3'b000) & (csr.lcr.dlab == 1'b0);
    assign rx_pop_o = rx_fifo_rd;
    reg [7:0] rx_data; 
    always @(posedge clk) begin
        if(rx_pop_o) begin
            rx_data <= rx_fifo_in;
        end
    end
    div_t dl;
    always @(posedge clk) begin
        if(wr_i && addr_i == 3'b000 && csr.lcr.dlab == 1) begin
            dl.dlsb <= din_i;
        end
    end
    always @(posedge clk) begin
        if(wr_i && addr_i == 3'b001 && csr.lcr.dlab == 1) begin
            dl.dmsb <= din_i;
        end
    end
    reg update_baud;
    reg [15:0] baud_cnt = 0;
    reg baud_pulse;
    wire baud_latch_write = wr_i & (csr.lcr.dlab == 1'b1) & ((addr_i == 3'b000) | (addr_i == 3'b001));
    always @(posedge clk) begin
        if(rst) begin
            update_baud <= 1'b0;
        end
        else if(baud_latch_write) begin
            update_baud <= 1'b1;
        end
        else begin
            update_baud <= 1'b0;
        end
    end
    always @(posedge clk or posedge rst) begin
        if(rst) begin
            baud_cnt <= 16'h0;
            baud_pulse <= 0;
        end    
        else if (update_baud || baud_cnt == 16'h0000) begin
            baud_cnt <= {dl.dmsb, dl.dlsb};
        end    
        else begin
            baud_cnt <= baud_cnt - 1;    
        end    
    end
    always @(posedge clk) begin
        baud_pulse <= (baud_cnt == 0) && (|dl.dmsb | |dl.dlsb);
    end
    assign baud_out = baud_pulse;   
    fcr_t fcr;
    always @(posedge clk or posedge rst) begin
        if(rst) begin
            csr.fcr <= 8'h00;
        end
        else if (wr_i == 1'b1 && addr_i == 3'h2) begin  
            csr.fcr.rx_trigger <= din_i[7:6];
            csr.fcr.dma_mode <= din_i[3];
            csr.fcr.tx_rst <= din_i[2];
            csr.fcr.rx_rst <= din_i[1];
            csr.fcr.ena <= din_i[0]; 
        end
        else begin
            csr.fcr.tx_rst <= 1'b0;
            csr.fcr.rx_rst <= 1'b0;
        end
    end
    assign tx_rst = csr.fcr.tx_rst;
    assign rx_rst = csr.fcr.rx_rst;
    reg [7:0] lcr_temp;
    always @(posedge clk) begin
        if (rst) begin
            csr.lcr <= 8'h00;
        end
        else if (wr_i == 1'b1 && addr_i == 3'h3) begin
            csr.lcr <= din_i;
        end
    end
    wire read_lcr;
    assign read_lcr = ((rd_i == 1) && (addr_i == 3'h3));
    always @(posedge clk) begin
        if(read_lcr) begin
            lcr_temp <= csr.lcr;
        end
    end
    lsr_t lsr;
    always @(posedge clk) begin
        if(rst) begin
            csr.lsr <= 8'h60;  
        end
        else begin
            csr.lsr.dr <= ~rx_fifo_empty_i;
            csr.lsr.oe <= rx_oe;
            csr.lsr.pe <= rx_pe;
            csr.lsr.fe <= rx_fe;
            csr.lsr.bi <= rx_bi;
        end
    end
    reg [7:0] lsr_temp;
    wire read_lsr;
    assign read_lsr = ((rd_i == 1) && (addr_i == 3'h5));
    always @(posedge clk) begin
        if (read_lsr) begin
            lsr_temp <= csr.lsr;
        end
    end
    always @(posedge clk) begin
        if(rst) begin
            csr.scr <= 8'h00;
        end
        else if(wr_i == 1'b1 && addr_i == 3'h7) begin
            csr.scr <= din_i;
        end
    end
    reg [7:0] scr_temp;
    wire read_scr;
    assign read_scr = (rd_i == 1) && (addr_i == 3'h7); 
    always @(posedge clk) begin
        if (read_scr) begin
            scr_temp <= csr.scr;
        end
    end
    always @(posedge clk) begin
        case(addr_i)
            0: dout_o <= csr.lcr.dlab ? dl.dlsb : rx_data;  
            1: dout_o <= csr.lcr.dlab ? dl.dmsb : 8'h00;   
            2: dout_o <= 8'h00;  
            3: dout_o <= lcr_temp;  
            4: dout_o <= 8'h00;  
            5: dout_o <= lsr_temp;  
            6: dout_o <= 8'h00;  
            7: dout_o <= scr_temp;  
            default : ;
        endcase
     end
    assign csr_o = csr;
endmodule
==> design/flow/run.sh <==
#!/bin/bash
# OpenROAD 26Q1-2900-gdf79404cd8, Yosys 0.63+post, stock flow scripts
make -C /OpenROAD-flow-scripts/flow DESIGN_CONFIG=/design/flow/config.mk WORK_HOME=/design/flow/orfs finish
==> changes_impl.md <==
## Implementation

- Status: finished, final reports clean
- Arrival time worst endpoint: 2.69 ns
- Final setup TNS: 0 ns
- Multiplexer share: 5.82%
- Vias: 1997
- Async SR Flop Fraction: 7.50%
- Cells after Synth: 239
- Tool warning count: 25
- Critical Path Source Type: input pin
- Placer Congestion: 0.845
- Worst Path Required: 3.36 ns
- Clock root buffer: clkbuf_8
- Vias per cell: about 4.5
- Clk buf depth: 2
- Max cap viols: 0
- CTS H-tree depth: 3
- Post_cts resized: 0
- CTS Sinks: 80
- Hold WS: 0.445 ns
- Fin. max-slew vios: 0
- Detailed Place HPWL: ~4800 µm
- Die Height: 103 µm
- Fmax: 283 MHz
- I/O Buffers: approximately 66
- Number of flops mapped to enable cells by yosys: 45
- Crit-path max FO: 8
- 1st-pass router iterations: 4
- Worst setup EP type: output port
- Fin cells: 443
- Initial antenna violation count: 0
- Post-Synth XOR/XNOR Area: 0%
- Die area: 10700 µm²
- Synth flops: ~80
- Slew margin rel.: 45.7%
- Slew @ Worst Pin: 0.813 ns
- Hold Crit Class: flip-flop to flip-flop
- Yosys simple share: 12.2%
- Post-Synth AOI/OAI Area: a little over 8%
- Cell Chain, Critical Path: clkdlybuf4s50_1 > or3_1 > nor3b_1 > clkdlybuf4s50_1
- First-pass GRT wire length: roughly 9800 µm
- CP max-delay cell: clkdlybuf4s50_1
- Final Hold Vio Count: 0
- Crit-path max cell delay: 0.53 ns
- Synth area leader: edfxtp_1
- CTS clock-pin slew for the worst setup and hold paths: 0.08 ns
- Sequential share of the synthesized area: between 60% and 70%
- Setup Buffers After CTS: 0
- VDD IR max: 0.178 mV
- Diode count: 0
- Number of cells in Yosys stat: 239
- Yosys warning count: 7
- Final setup fails: 0
- Core region area: 9860 µm²
- GRT overflow: 0
- Share of cells above drive strength 1: roughly a tenth
- Syn avg cell area: 12.9 µm²
- Min cycle time layout: 3.53 ns
- # DRC: 0
- Total GRT Usage: a little over an eighth
- Die X: 103 µm
- DRT Wirelength: 6630 µm
- Worst Slack Setup Final: 0.669 ns
- Largest type area fraction: 43.9%
- Post-DR wirelength/cell: ~15 µm
- Post-DRT Antenna Nets: 0
- Late-Pin Clk Latency: 0.36 ns
- Fin crit share: 84.1%
- Hold_buf cts: 0
- Fp util: between 30% and 40%
- Synth cell types: 39
- Lkg Pwr: 0.00138 µW
- Yosys adder share: 0%
- Post-Syn Area: approximately 3100 µm²
- Dominant kind of combinational cell: simple AND/OR/NAND/NOR gates
- Largest net degree at the start of global routing: 26
- Layout area overhead: 30.5%
- Most used cell, CP: clkdlybuf4s50_1
- Setup WS pre-CTS: between 0.6 and 0.7 ns
- Final Power: 1580 µW
- CTS tree: yes
- Commonest flop: edfxtp_1
- Final Skew: 0.00890 ns
- # IOs: 77
- Post-placement cell count: 427
- Starting DRC count in detailed routing: 102
- Setup slack, reg-to-reg: ~2.4 ns
- Cell area leaders: edfxtp_1, dfxtp_1, dfrtp_1
- # rows: 36
- Crit Path Class: input pin to output port
- RSZ-0062 raised after global routing: no
- PD cells: 394 nW/µm²
- Num CTS Buffers: 9
- Vias in the first global route: 1853
- Yosys stat area: 3080 µm²
==> placed cells by master, fill, tap and decap left out, types with 7 or more instances in the layout <==
cell / n
conb_1: 10
dfxtp_1: 29
nand2_1: 38
mux2i_1: 10
mux2_2: 7
clkbuf_8: 9
a21oi_1: 23
clkdlybuf4s50_1: 66
nor2b_1: 7
edfxtp_1: 45
==> cell usage after synthesis, types with 4 or more instances <==
| cell | count |
|---|---|
| nor2_1 | 4 |
| mux2_2 | 7 |
| nor2b_1 | 7 |
| buf_2 | 7 |
| a2bb2oi_1 | 4 |
| o21ai_1 | 4 |
| dfrtp_1 | 6 |
| mux2i_1 | 10 |
| nand3b_1 | 4 |
| dfxtp_1 | 29 |
| edfxtp_1 | 45 |
| nand2_1 | 38 |
| buf_4 | 14 |
| a21oi_1 | 23 |
==> state kept, by name (all words and copies together), names as in the netlist <==
signal    cells
csr          27
scr_temp      8
lcr_temp      8
dl           16
rx_data       8
dout_o        8
lsr_temp      5
==> report_power, final <==
part	internal [µW]	switching [µW]
Combinational	83.2	51.5
Sequential	852	11.6
Clock	287	298
==> per-stage QoR <==
| stage | utilization, % | cell area (µm²) |
|---|---|---|
| after floorplan | - | 3110 |
| after global placement | 38.6 | 3810 |
| after detailed placement | 38.6 | 3810 |
| after CTS | 40.7 | 4020 |
| after global routing | 40.7 | 4020 |
| final | 40.7 | 4020 |
==> worst paths after layout <==
| kind | cells past startpoint | start | endpoint |
|---|---|---|---|
| worst max-delay path | 4 | addr_i[1] | rx_pop_o |
| worst min-delay path | 0 | csr[12]$_SDFF_PP0_ | lsr_temp[4]$_DFFE_PP_ |
| worst max register to register | 3 | csr[23]$_SDFFE_PP0P_ | dl[8]$_DFFE_PP_ |
| worst min register to register | 0 | csr[12]$_SDFF_PP0_ | lsr_temp[4]$_DFFE_PP_ |
| max in group asynchronous | 2 | rst | csr[31]$_DFFE_PP0N_ |
| min in group asynchronous | 2 | rst | csr[24]$_DFFE_PP0N_ |
==> per-layer routing <==
metal | part of all wire [%] | wire (µm) | track usage [%] | vias to the layer above
met5 | 0 | 0 | 0 | -
met4 | 1.2 | 77 | 1.84 | 0
met2 | 48 | 3170 | 21.1 | 73
met1 | 43 | 2870 | 19.6 | 947
met3 | 7.7 | 511 | 4.64 | 7
li1 | - | - | - | 970
==> cell families (layout without fill, tap and decap cells) <==
group                  Yosys count  in the layout
buffers and inverters           27             90
DFF                             80             80
AOI/OAI and AO/OA               42             42
other                            2             10
and+or+nand+nor                 71             71
muxes                           17             17
==> layout make-up <==
type | count | area [µm²]
tap | 133 | 166
fill | 896 | 5850
multi-input combinational | 140 | 847
timing repair buffer | 72 | 706
inverter | 2 | 7.51
clock buffer | 9 | 124
clock inverter | 7 | 83.8
sequential | 80 | 2080
==> worst max-delay path: cells and delay by family <==
kind	cells	cell delay [ns]
buffers and inverters	2	1.00
and+or+nand+nor	2	0.86
No activity file was given, so power comes from the tool's default toggle rates.
