[flow/run.sh]
#!/bin/bash
# OpenROAD 26Q1-2900-gdf79404cd8, Yosys 0.63+post, stock flow scripts
make -C /OpenROAD-flow-scripts/flow DESIGN_CONFIG=/design/flow/config.mk WORK_HOME=/design/flow/orfs finish
[flow/config.mk]
export PLATFORM = sky130hd
export DESIGN_NAME = rx
export DESIGN_NICKNAME = rx
export VERILOG_FILES = /design/flow/design.v
export SDC_FILE = /design/flow/constraint.sdc
export NUM_CORES = 4
export LEC_CHECK = 1
export CORE_AREA = 10 10 95 95
export DIE_AREA = 0 0 105 105
[flow/constraint.sdc]
current_design rx

set clk_period 2.3
set clk_io_pct 0.2

create_clock -name clk0 -period $clk_period [get_ports {clk}]

set non_clock_inputs [all_inputs -no_clocks]
set_input_delay [expr $clk_period * $clk_io_pct] -clock clk0 $non_clock_inputs
set_output_delay [expr $clk_period * $clk_io_pct] -clock clk0 [all_outputs]
[flow/design.v]
    module rx (
        input clk, rst, baud_pulse,rx,sticky_parity, eps,
        input pen,
        input [1:0] wls,
        output reg push,
        output reg pe, fe, bi,  
        output reg [7:0] dout
    );
        typedef enum logic [2:0] {IDLE = 0, START = 1, READ = 2, PARITY = 3, STOP = 4 } state_type;
        state_type state = IDLE;
        reg rx_reg = 1'b1;
        wire fall_edge;
        always @(posedge clk) begin
            rx_reg <= rx;
        end
        assign fall_edge = rx_reg;
        reg [2:0] bitcnt;
        reg [3:0] count = 0;
        reg [7:0] dout = 0;
        reg pe_reg;  
        always @(posedge clk or posedge rst) begin
            if(rst) begin
                state <= IDLE;
                push <= 1'b0;
                pe <= 1'b0;  
                fe <= 1'b0;  
                bi <= 1'b0;  
                bitcnt <= 8'h00;
            end
            else begin
                push <= 1'b0;
                if(baud_pulse) begin
                    case (state) 
                    IDLE: begin
                        if(!fall_edge) begin
                            state <= START;
                            count <= 5'd15;
                        end
                        else begin
                            state <= IDLE;
                        end
                    end
                    START: begin
                        count <= count - 1;
                        if(count == 5'd7) begin
                            if(rx == 1'b1) begin
                                state <= IDLE;
                                count <= 5'd15;
                            end
                            else begin
                                state <= START;
                            end
                        end
                        else if (count == 0) begin
                            state <= READ;
                            count <= 5'd15;
                            bitcnt <= {1'b1, wls};
                        end
                    end
                    READ: begin
                        count <= count - 1;
                        if(count == 5'd7) begin
                            case(wls) 
                            2'b00: dout <= {3'b000, rx, dout[4:1]};
                            2'b01: dout <= {2'b00, rx, dout[5:1]};
                            2'b10: dout <= {1'b0, rx, dout[6:1]};
                            2'b11: dout <= {    rx, dout[7:1]};
                            endcase
                            state <= READ;
                        end
                        else if (count == 0 ) begin
                            if(bitcnt == 0) begin
                            case({sticky_parity, eps})
                                2'b00: pe_reg <= ~^{rx, dout};  
                                2'b01: pe_reg <=  ^{rx, dout};  
                                2'b10: pe_reg <= ~rx;           
                                2'b11: pe_reg <=  rx;           
                            endcase
                                if(pen == 1'b1) begin
                                    state  <= PARITY;
                                    count <= 5'd15;
                                end
                                else begin
                                    state <= STOP;
                                    count <= 5'd15;
                                end
                            end 
                            else begin
                                bitcnt <= bitcnt - 1;
                                state <= READ;
                                count <= 5'd15;
                            end
                        end
                    end
                    PARITY:  begin
                        count <= count - 1;
                            if (count == 5'd7) begin
                                pe <= pe_reg;
                                state <= PARITY;
                            end 
                            else if (count == 0) begin
                                state <= STOP;
                                count <= 5'd15;
                            end
                    end
                    STOP: begin
                        count <= count - 1;
                            if(count == 5'd7) begin
                                fe <= ~rx;
                                push <= 1'b1;
                                state <= STOP;
                            end 
                            else if(count == 0) begin
                                state <= IDLE;
                                count <= 5'd15;
                            end
                    end
                    default: ;
                    endcase
                end
            end
        end
    endmodule
==> run summary <==
Notes on the physical implementation.

- The later pin in the worst-skew pair is clocked with a latency of 0.26 ns.
- The detail route stage leaves a number of antenna-violating nets equal to 0.
- The wire length of the first global-routing pass is 4690 um, for reference.
- The number of cells in Yosys stat is 132, for reference.
- The post-detailed-route via-to-cell ratio is 3.89, for reference.
- The worst register-to-register path has a depth of 7.
- In the placement report, post-DP HPWL is listed as between 2000 and 2500 um.
- According to the floorplan report, the die width is 105 um.
- The register bit count reported by yosys is 23, for reference.
- The area of the chip is 11,000 um2, for reference.
- The post-route clock skew is 0.00103 ns, for reference.
- The static leakage power is 0.000610 uW, for reference.
- In the layout the commonest cells are 19 x sky130_fd_sc_hd__clkdlybuf4s50_1, 14 x sky130_fd_sc_hd__nor2_1, 13 x sky130_fd_sc_hd__edfxtp_1.
- The source of the worst register-to-register timing path is count[0]$_DFFE_PP_, for reference.
- The synthesized-area fraction occupied by and/or/nand/nor cells is 21.0%, for reference.
- For reference, the top logic cell family by area is simple AND/OR/NAND/NOR gates.
- The synthesized netlist devotes 12.7% of its cell area to compound gates.
- The run finished with clean final reports.
- The cell chosen for the clock root is sky130_fd_sc_hd__clkbuf_8, for reference.
- The post-CTS setup buffer count is 0, for reference.
- The floorplan step records an initial core utilization of 19.1%.
- The worst setup path is captured at a register.
- The number of flip-flops under the largest register name is 8, for reference.
- The core region area is 6910 um2, for reference.
- The count of standard-cell rows is 30, for reference.
- The register area share after synthesis is between 40% and 50%, for reference.
- The chip area estimate from yosys synthesis is 1320 um2, for reference.
- The number of remaining DRC errors is 0, for reference.
- Setup repair after global routing left no endpoint under its margin.
- The met2 usage is roughly 7.4%, for reference.
- The number of DRC violations after detailed-routing iteration 0 is 67, for reference.
- The register containing the most flip-flops in the final layout is dout, for reference.
- The CTS log lists the clock sinks for this run as 23.
- The share of power burned in the clock network is 20.0%, for reference.
- The critical path in this run is classified as reg -> reg.
- The worst min-delay path endpoint is pe$_DFFE_PP0P_, for reference.
- The post-detailed-route wirelength per cell is about 11 um, for reference.
- Routing resource usage on met1 recorded by global route was 6.96%.
- The worst min-delay path class is reg -> reg, for reference.
- The count of final max-slew check failures is 0, for reference.
- A synthesized cell averages 9.99 um2.
- The register share of total power is between 40% and 50%, for reference.
- For this block, the routed nets add up to around 2700 um of wire.
- The worst-case register-to-register setup slack is 0.48 ns, for reference.
- Per the CTS log, the buffer count on the longest clock path is 2.
- Total global-route track usage over all layers is under 10%.
- The count of hold buffers inserted by post-cts repair is 0, for reference.
- Clock tree synthesis inserted a total of 3 buffers.
- Measured on the finished design, the core utilization comes to 24.4%.
- The final clock period utilization by the worst path is 79.1%, for reference.
- For the worst reg-to-reg path, the endpoint reported by OpenROAD is state[0]$_DFFE_PP0P_.
- The switching power as a share of total power is 34.4%, for reference.
- The most frequently used flop master after synthesis is sky130_fd_sc_hd__edfxtp_1, for reference.
- The number of warnings the tools reported is 27, for reference.
- The adder-cell share of the synthesized area is under 10%, for reference.
- After layout, the minimum clock period comes to 1.82 ns.
- After detailed placement, the design holds a cell count of 247.
- The share of power burned in combinational logic is just over 30%, for reference.
- The pre-antenna-repair detailed-routing pass consisted of 4 iterations.
- The mux contribution to synthesized area is 2.47%, for reference.
- The most numerous logic cell after layout is sky130_fd_sc_hd__clkdlybuf4s50_1, for reference.
- The residual overflow from global routing is 0, for reference.
- The highest-utilization routing layer at the global route stage is met2, for reference.
- The post-synthesis instance total is 132, for reference.
- The count of max-cap constraint violations is 0, for reference.
- Internal power comes to 821 uW.
- Counting flops with a built-in enable in the synthesized netlist gives 13.
- The final cell count without fillers is 251, for reference.
- The CTS tree is done, for reference.
- The number of antenna cells inserted is 0, for reference.
- According to the I/O placement log, the pin count is 21.
- The number of setup violations in the final report is 0, for reference.
- Entering global routing, the biggest net connects 14 pins.
- The count of input and output buffers is 19, for reference.
- The hold violation total from the final report is 0, for reference.
- The area growth from synthesis to layout is 27.6%.
- The number of antenna violations at the first check in global routing is 0, for reference.
- The number of distinct library cell variants in the gate-level netlist after synthesis is 40, for reference.
- Of all flip-flops after synthesis, the portion carrying an async set or reset was 39.1%.
- The met3 usage is 1.55%, for reference.
- The net switching power is 430 uW, for reference.
- The number of global-route vias before repair was 992.
- Per the CTS log, the maximum H-tree level is 1.
- The data arrival time of the critical path is 2.02 ns, for reference.
- In the final timing run, aggregate negative setup slack is 0 ns.
- The report lists the power per cell area as 743 nW/um2.
- The routed via count is 976, for reference.
- The clock edge transition at the registers on the reported setup and hold paths is 0.08 ns, for reference.
- The required time of the critical path is 2.50 ns, for reference.
- The worst hold path startpoint is pe_reg$_DFFE_PP_, for reference.
- The xor-xnor portion of the synthesized cell area is under 10%, for reference.
- The vertical die size is approximately 110 um, for reference.
- The cell area that synthesis handed to floorplanning was 1320 um2.
- The hold path depth is 1, for reference.
- The largest registers in the layout are dout: 8 flops, count: 4 flops.
- The kind of start point of the critical path is a register, for reference.
- The number of warnings issued by yosys is 1, for reference.
- Per the gpl log, the routability congestion estimate is about 0.80.
- The flow reports an fmax of 550 MHz.
- The post-route netlist has slightly below 10% of its cells at a drive strength greater than 1.
- The report shows a maximum critical-path fanout of 5.
- The peak ir drop on the vdd network is 203 uV, for reference.
- Gates resized during post-CTS repair numbered 0.
-- worst max-delay path: stages, from the launching register on --
cell and delay [ns]:
sky130_fd_sc_hd__edfxtp_1 0.44, sky130_fd_sc_hd__inv_1 0.09, sky130_fd_sc_hd__ha_1 0.24, sky130_fd_sc_hd__or3b_4 0.44
sky130_fd_sc_hd__a21oi_1 0.19, sky130_fd_sc_hd__o21ai_2 0.09, sky130_fd_sc_hd__a31oi_1 0.14, sky130_fd_sc_hd__o21a_1 0.13
-- area by class of cell --
cell class / count / area, um2
inverter: 7 / 26.3
clock inverter: 1 / 5.00
sequential: 23 / 636
tap: 96 / 120
timing repair buffer: 24 / 228
multi-input combinational: 97 / 627
clock buffer: 3 / 41.3
fill: 751 / 5220
-- synth_stat cells (all sizes together) (2+ instances only) --
library cell	instances	area (um2)
clkbuf	3	11.3
nor2b	4	25.0
mux2	2	22.5
nor3	4	25.0
nor2	15	58.8
nand2	11	41.3
o21ai	12	63.8
ha	4	50.1
buf	2	18.8
and3	2	12.5
nand3b	2	18.8
dfrtp	9	225
xnor2	8	70.1
edfxtp	13	390
nor4b	2	17.5
inv	7	26.3
xor2	3	26.3
nand2b	5	31.3
a31oi	4	31.3
a21oi	4	20.0
nand3	2	10.0
o31ai	3	22.5
-- metrics by stage --
step	power, uW	setup WS, ns	area (um2)	hold WS (ns)
after global routing	1350	0.328	1680	0.486
after detailed placement	1010	0.317	1640	0.462
final	1250	0.480	1680	0.468
after CTS	1270	0.470	1680	0.482
after floorplan	897	0.481	1320	0.296
after global placement	1010	0.375	1640	0.448
-- worst max path at each step --
| stage | from | end | slack (ns) | cells past startpoint |
|---|---|---|---|---|
| 6_report | count[0]$_DFFE_PP_ | state[0]$_DFFE_PP0P_ | 0.48 | 7 |
| 5_1_grt | count[0]$_DFFE_PP_ | bitcnt[2]$_DFFE_PP0P_ | 0.33 | 7 |
| 4_1_cts | count[0]$_DFFE_PP_ | bitcnt[2]$_DFFE_PP0P_ | 0.47 | 7 |
-- power groups by stage --
stage	Combinational, uW	Sequential, uW	Clock (uW)
CTS	395	615	257
global route	447	630	272
finish	387	615	250
-- kinds of logic (layout without fill, tap and decap cells) --
group,count (synthesis),in the layout
other,1,1
DFF,23,23
muxes,3,3
AOI/OAI and AO/OA,27,27
adders and majority gates,4,4
buffers and inverters,12,35
and+or+nand+nor,51,51
xor gates and xnor gates,11,11
-- per-layer routing --
| layer | up-vias | share of wire (%) |
|---|---|---|
| li1 | 508 | - |
| met1 | 454 | 49 |
| met2 | 12 | 45 |
| met3 | 2 | 5.5 |
| met4 | 0 | 0.55 |
| met5 | - | 0 |
No activity file was given, so power comes from the tool's default toggle rates.
