[./design.v]
module fifo (
    input clk,
    input rst,
    input en,
    input push_in,   
    input pop_in,    
    input [7:0] din,     
    input [3:0] thres,    
    output  [7:0] dout,  
    output  empty,       
    output  full,
    output  underrun,     
    output  overrun,      
    output  thres_tri   
);
    reg [7:0] mem [16];
    reg [3:0] waddr = 0;
    reg [3:0] raddr = 0;
    wire push,pop;
    reg empty_flag;
    always @(posedge clk) begin
        if(rst) begin
            empty_flag <= 0;
        end
        else begin
            case({push,pop})
                2'b01: empty_flag <= ((waddr == 0) | ~en);     
                2'b10: empty_flag <= 1'b0;
                default : ;
            endcase    
        end
    end
    reg full_flag;
    always @(posedge clk) begin
        if(rst) begin
            full_flag <= 0;
        end
        else begin
            case({push,pop}) 
                2'b10: full_flag <=  (&(waddr) | ~en );
                2'b01: full_flag <= 1'b0;
                default: ;
            endcase       
        end
    end
    assign push = push_in & ~full_flag;
    assign pop = pop_in & ~empty_flag;
    assign dout = mem[0];
    always @(posedge clk) begin
        if(rst) begin
            waddr <= 4'h0;
        end 
        else begin
            case({push,pop})
            2'b10: begin
                if(waddr != 4'hf && full_flag == 1'b0)
                    waddr <= waddr + 1;
                else 
                    waddr <= waddr;
            end
            2'b01: begin
                if(waddr != 0 && empty_flag == 1'b0) 
                    waddr <= waddr - 1;
                else
                    waddr <= waddr;
            end
            default: ;
            endcase
        end      
    end
    integer  i = 0;
    always @(posedge clk) begin
        case ({push,pop})
            2'b00 : ;  
            2'b01 :  begin
                for ( i = 0; i < 14; i++) begin
                        mem[i] <= mem[i+1]; 
                end
                mem[15] <= 8'h00;
            end
            2'b10 : begin
                mem[waddr] <= din;
            end
            2'b11 : begin
                for ( i = 0; i < 14; i++) begin
                        mem[i] <= mem[i+1]; 
                end
                mem[15] <= 8'h00;
                mem[waddr - 1] <= din;
            end
        endcase
    end
    reg underrun_t;
    always @(posedge clk) begin
        if(rst) 
            underrun_t <= 1'b0;
        else if (pop_in == 1'b1 && empty_flag == 1'b1)
            underrun_t <= 1'b1;
        else 
            underrun_t <= 1'b0;            
    end
    reg overrun_t = 0;
    always @(posedge clk) begin
        if(rst) 
        overrun_t <= 1'b0;
        else if (push_in == 1'b1 && full_flag == 1'b1) 
            overrun_t <= 1'b1;
        else 
            overrun_t <= 1'b0;
    end
    reg thres_t;
    always @(posedge clk) begin
        if(rst) begin
            thres_t <= 1'b0;            
        end
        else if (push ^ pop)  begin
            thres_t <= (waddr >= thres) ? 1'b1 : 1'b0;
        end
    end
    assign empty = empty_flag;
    assign full = full_flag;
    assign overrun = overrun_t;
    assign underrun = underrun_t;
    assign thres_tri = thres_t;
endmodule
[./run.sh]
#!/bin/bash
# OpenROAD 26Q1-2900-gdf79404cd8, Yosys 0.63+post, stock flow scripts
make -C /OpenROAD-flow-scripts/flow DESIGN_CONFIG=/design/flow/config.mk WORK_HOME=/design/flow/orfs finish
[./config.mk]
export PLATFORM = sky130hd
export DESIGN_NAME = fifo
export DESIGN_NICKNAME = fifo
export VERILOG_FILES = /design/flow/design.v
export SDC_FILE = /design/flow/constraint.sdc
export NUM_CORES = 4
export LEC_CHECK = 1
export CORE_UTILIZATION = 40
[./constraint.sdc]
current_design fifo

set clk_period 5.2
set clk_io_pct 0.2

create_clock -name clk0 -period $clk_period [get_ports {clk}]

set non_clock_inputs [all_inputs -no_clocks]
set_input_delay [expr $clk_period * $clk_io_pct] -clock clk0 $non_clock_inputs
set_output_delay [expr $clk_period * $clk_io_pct] -clock clk0 [all_outputs]
==> ci_impl_report.md <==
### Flow metrics

| Metric | Value |
|---|---|
| Status | completed |
| Dominant register cell | edfxtp_1 |
| Post-synth seq share | 62.82% |
| CP max-delay cell | nor4_4 |
| Worst-path fanout max | 14 |
| Clock Sinks | 129 |
| Yosys Warn Count | 1 |
| Crit-path cells | clkdlybuf4s50_1, nand2b_1, inv_1, ha_1, o211a_1, mux2i_4, nor4_4, mux2_2 |
| CTS tree | done |
| R2r startpoint | empty_flag |
| Buffers on Ports | 29 |
| Synth flops | 129 |
| Crit Path Class | in2reg |
| Vias in the first global route | roughly 3,200 |
| Max Cap Viol | 0 |
| Skew final | 6.927 ps |
| Post-detail-place hpwl | 6897 um |
| Gp weighted congestion | 0.8302 |
| Worst Setup Start Kind | primary input |
| Hold-critical path depth | 2 |
| Largest net degree at the start of global routing | 17 |
| GRT overflow | 0 |
| Fraction of layout cells with a size suffix above 1 | between 30% and 40% |
| Post-layout period usage | between 70% and 80% |
| Core ar. | 14,590 um^2 |
| Clock slew at reported path FFs | 60 ps |
| Critical Path RT | 5360 ps |
| Synthesized instance count | between 300 and 400 |
| Remaining DRCs | 0 |
| # resized after CTS | 0 |
| Fin Hold WS | 475.6 ps |
| Most frequent cells in the layout | edfxtp_1, mux2_2, clkdlybuf4s50_1 |
| Place WS | 945.5 ps |
| Per-cell routed wire length | around 17 um |
| Antenna Nets Post-Route | 0 |
| Mapped Area | 6023 um^2 |
| Max incr delay on CP | just under 600 ps |
| Die area | 15,550 um^2 |
| WL final | 10,490 um |
| RSZ-0062 raised after global routing | false |
| H-tree Lvls | 4 |
| Root Buffer | clkbuf_16 |
| DR vias | 3,142 |
| Worst-Margin Slew | just under 800 ps |
| Num ports | 30 |
| Worst setup EP type | register |
| Ys async rst share | 0% |
| Top cell excl fill/tap | edfxtp_1 |
| Global-route wire length before repair | 17,500 um |
| Worst reg2reg setup slack | 2030 ps |
| Initial DRC count | 141 |
| Tot Pwr | between 3 and 4 mW |
| Worst setup margin | 1413 ps |
| WHS Endpoint | thres_t |
| Fin crit period | 3787 ps |
| Die width | 124.7 um |
| Clk Latency, worst-skew pair | around 410 ps |
| Total GRT Usage | 15.32% |
| Syn avg cell area | 15.93 um^2 |
| Slew HR | 48.40% |
| Floorplan core density | 41.29% |
| P_leak | ~2.6 nW |
| Final number of hold-violating endpoints | 0 |
| Setup violators final | 0 |
| Synth-to-layout area growth | 18.28% |
| Pwr per Cell Area | 459.2 nW/um^2 |
| VDD IR-drop max | 0.2595 mV |
| Hold buffers post-CTS | 0 |
| Worst path bufs/invs | 2 |
| Unique cell types | approximately 45 |
| Antenna violations before repair | 0 |
| Hold Crit Class | reg2reg |
| Setup TNS | 0 ps |
| Area reported by Yosys stat | approximately 6000 um^2 |
| FP Rows | 44 |
| Arrival @ worst endpoint | 3950 ps |
| Reg-to-reg endpoint | mem[4][0] |
| Max Root-Sink Buffers | 2 |
| Fillers | 1,165 |
| Antenna cell count | 0 |
| R2R depth | 7 |
| DR vias/cell | 5.185 |
| DRT Pass-1 Iters | 4 |
| CP delay by family, top | simple AND/OR/NAND/NOR gates |
| Flip-flops with a built-in enable | around 120 |
| Tool warnings | 28 |
| CTS Buf Count | 17 |
| Slew Viols, Final | 0 |
| F_max | 0.2641 GHz |
| Min-delay src | thres_t |
| Die Ht | 124.7 um |
| # Cells Yosys | 378 |
| Final core occ | 48.83% |
| Post-CTS Setup Bufs | 0 |
==> through the flow <==
| step | instance area [um^2] | std cells |
|---|---|---|
| after floorplan | 6023 | 378 |
| after detailed placement | 6452 | 574 |
| after global placement | 6452 | 574 |
| after global routing | 7124 | 606 |
| final | 7124 | 606 |
| after CTS | 7124 | 606 |
==> flip-flops by register name, summed over array words and instances, names as in the netlist <==
| register | flops |
|---|---|
| waddr | 4 |
| underrun_t | 1 |
| mem | 120 |
| overrun_t | 1 |
| full_flag | 1 |
| empty_flag | 1 |
| thres_t | 1 |
==> worst register-to-register path: stages, from the launching register on <==
cell and delay (ps):
dfxtp_1 390, nand2b_1 540, inv_1 230, ha_1 400
nand2_1 220, mux2i_4 150, nor4_4 580, mux2_2 400
==> logic make-up after synthesis <==
kind of cell	Yosys count	share of synthesized area, %
AND-OR/OR-AND	24	2.867
XOR/XNOR	2	0.2909
adder cells (fa/ha/maj)	9	1.870
buffers and inverters	26	2.077
flip-flops	129	62.82
multiplexers	116	22.25
AND/OR/NAND/NOR	72	7.831
==> cells in the mapped netlist (all sizes together) (2+ instances only) <==
cell type,count,share of area [%]
a211oi,2,0.25
a21oi,8,0.85
a221o,2,0.37
a31oi,2,0.21
and3,3,0.31
buf,7,0.89
clkbuf,10,0.62
dfxtp,9,3.0
edfxtp,120,60
ha,9,1.9
inv,9,0.56
mux2,113,21
mux2i,3,1.1
nand2,29,3.2
nand2b,4,0.42
nand3,2,0.17
nor2,17,1.2
nor2b,3,0.31
nor3,3,0.33
nor3b,2,0.25
nor4,2,0.71
o21ai,5,0.42
or2,2,0.21
or3,2,0.21
==> how the worst max path moves through the flow <==
| stage | from | end | slack, ps | cells after the start |
|---|---|---|---|---|
| CTS | pop_in | mem[0][0] | 1390 | 9 |
| finish | pop_in | mem[4][0] | 1410 | 8 |
| global route | pop_in | mem[6][3] | 1090 | 8 |
==> power breakdown <==
| part | total, mW | leakage [nW] | switching, mW | internal, mW |
|---|---|---|---|---|
| Sequential | 1.43 | 1.23 | 0.0635 | 1.36 |
| Clock | 1.35 | 0.325 | 0.408 | 0.939 |
| Combinational | 0.496 | 1.05 | 0.256 | 0.239 |
==> routing by layer <==
metal / global-route usage [%] / vias up / wire, um
met5: 0 / - / 0
met2: 24.37 / 59 / 5329
met3: 4.597 / 8 / 523
li1: - / 1500 / -
met1: 22.75 / 1575 / 4543
met4: 2.055 / 0 / 95
==> area by class of cell <==
class	count	area, um^2	area share, %
Inverter	9	33.78	0.4742
Multi-Input combinational cell	223	2115	29.68
Timing Repair Buffer	29	290.3	4.074
Sequential cell	129	3784	53.11
Clock buffer	19	432.9	6.077
Tap cell	184	230.2	3.231
Clock inverter	13	239.0	3.354
No activity file was given, so power comes from the tool's default toggle rates.
